[./config.mk]
export PLATFORM = sky130hd
export DESIGN_NAME = SPI_Wrapper
export DESIGN_NICKNAME = SPI_Wrapper
export VERILOG_FILES = /design/flow/design.v
export SDC_FILE = /design/flow/constraint.sdc
export NUM_CORES = 4
export LEC_CHECK = 1
export CORE_UTILIZATION = 50
[./constraint.sdc]
current_design SPI_Wrapper

set clk_period 34.5
set clk_io_pct 0.2

create_clock -name clk0 -period $clk_period [get_ports {clk_W}]

set non_clock_inputs [all_inputs -no_clocks]
set_input_delay [expr $clk_period * $clk_io_pct] -clock clk0 $non_clock_inputs
set_output_delay [expr $clk_period * $clk_io_pct] -clock clk0 [all_outputs]
[./design.v]
module Counter(start, clk_c, rstn_c, count_c);
parameter WIDTH = 4;
input clk_c, rstn_c, start;
output reg [WIDTH-1 : 0] count_c;
always @(posedge clk_c) begin
    if(~rstn_c)
        count_c <= 0;
    else
        if(start)
            count_c <= count_c + 1;
end 
endmodule
module GPR(Parallel_In_SR, Serial_In_SR, Load, clk_SR, rst_n_SR, Parallel_Out_SR);
parameter WIDTH_SR = 8;
input  [WIDTH_SR-3 : 0] Parallel_In_SR;
input  Serial_In_SR, Load, clk_SR, rst_n_SR;
output reg [WIDTH_SR-1 : 0] Parallel_Out_SR;
always @(posedge clk_SR) begin
    if(~rst_n_SR) 
        Parallel_Out_SR <= 0;
    else
        if(Load)
            Parallel_Out_SR <= {Parallel_In_SR, 2'b00};
        else
            Parallel_Out_SR <=(Parallel_Out_SR << 1) | Serial_In_SR;
end
endmodule
module RAM(din, rx_valid, clk, rst_n, tx_valid, dout);
parameter  ADDR_SIZE = 8,
	       MEM_DEPTH = 2**ADDR_SIZE;
input [ADDR_SIZE+1 : 0] din;
input rx_valid, clk, rst_n;
output reg tx_valid;
output reg [ADDR_SIZE-1 : 0] dout;
reg [ADDR_SIZE-1 : 0] mem[MEM_DEPTH-1 : 0], Address_Saver;
always @(posedge clk) begin
    if(~rst_n) begin
        dout     <= 0;
        tx_valid <= 0;
        Address_Saver <= 0;
    end
    else
        case(din[ADDR_SIZE+1])
        1'b0: 
        begin
            if(rx_valid) begin
                dout     <= 0;
                tx_valid <= 0;
                case(din[ADDR_SIZE])
                1'b0: Address_Saver      <= din[ADDR_SIZE-1 : 0];
                1'b1: mem[Address_Saver] <= din[ADDR_SIZE-1 : 0];
                endcase
            end
        end
        1'b1: 
        begin
            case(din[ADDR_SIZE])
            1'b0: 
            begin
                dout     <= 0;
                tx_valid <= 0;
                Address_Saver <= din[ADDR_SIZE-1 : 0];
            end
            1'b1: 
            begin
                dout     <= mem[Address_Saver];
                tx_valid <= 1;
            end
            endcase
        end
        endcase
end
endmodule
module SPI_Slave(MOSI, MISO, SS_n, rx_data, rx_valid, tx_data, tx_valid, clk, rst_n);
parameter ADDR_SIZE  = 8;
localparam COUNTER_WIDTH = 5,
           IDLE      = 0,
           CHK_CMD   = 1,
           WRITE     = 2,
           READ_ADD  = 3,
           READ_DATA = 4;
input  MOSI, SS_n, tx_valid, clk, rst_n;
input  [ADDR_SIZE-1 : 0] tx_data;
output reg MISO;
output reg rx_valid;
output reg [ADDR_SIZE+1 : 0] rx_data;
wire [COUNTER_WIDTH-1 : 0] counter_out;
wire [ADDR_SIZE+1 : 0] GPR_Out;
reg Counter_rst, Load_GPR, Read_case;
(* fsm_encoding = "sequential" *)
reg [2:0] cs, ns;
Counter #(.WIDTH(5)) SPI_Counter(.start((~SS_n)), .clk_c(clk), .rstn_c(Counter_rst), .count_c(counter_out));
GPR #(.WIDTH_SR(ADDR_SIZE+2)) GPReg(
    .Parallel_In_SR(tx_data), .Serial_In_SR(MOSI), .Load(Load_GPR), .clk_SR(clk),
    .rst_n_SR(rst_n), .Parallel_Out_SR(GPR_Out)
);
always @(posedge clk) begin
    if(~rst_n) begin
        cs <= IDLE;
        rx_data  <= 0;
        rx_valid <= 0;
        Read_case <= 0;
        MISO <= 0;
        Load_GPR <= 0;
    end
    else begin
        cs <= ns;
        if(cs == IDLE) begin
            rx_data  <= 0;
            rx_valid <= 0;
        end
        if(cs == WRITE || cs == READ_ADD) begin
            if(counter_out == ADDR_SIZE+3) begin
                rx_data  <= GPR_Out;
                rx_valid <= 1;
                if(cs == READ_ADD)
                    Read_case <= ~Read_case;
            end
        end
        else if(cs == READ_DATA) begin
            if(~tx_valid) begin
                if(counter_out == ADDR_SIZE+3) begin
                    rx_data  <= GPR_Out;
                    rx_valid <= 1;
                end
            end
            else if(tx_valid) begin
                if(counter_out == ADDR_SIZE+5)
                    Load_GPR <= 1;
                else if(counter_out == 15)
                    Load_GPR <= 0;
                else begin
                    MISO <= GPR_Out[ADDR_SIZE+1];
                    if(counter_out == ADDR_SIZE+19) begin
                        Read_case <= ~Read_case;
                    end
                end
            end
        end
    end
end
always @(*) begin
    case(cs)
    IDLE: 
    begin
        Counter_rst = 0;
        if(~SS_n)
            ns = CHK_CMD; 
    end
    CHK_CMD:
    begin
        if(SS_n)
            ns = IDLE;
        else begin
            if(~MOSI)
                ns = WRITE;
            else begin
                if(~Read_case)
                    ns = READ_ADD;
                else
                    ns = READ_DATA;
            end
            Counter_rst = 1;
        end
    end   
    WRITE: 
        if(SS_n) begin
            Counter_rst = 0;
            ns = IDLE;  
        end
    READ_ADD:
        if(SS_n) begin
            Counter_rst = 0;
            ns = IDLE;  
        end
    READ_DATA:
        if(SS_n) begin
            Counter_rst = 0;
            ns = IDLE; 
        end
    default: ns = IDLE;
    endcase
end
endmodule
module SPI_Wrapper(MOSI_W, SS_n_W, clk_W, rst_n_W, MISO_W);
parameter WIDTH = 8;
input MOSI_W, SS_n_W, clk_W, rst_n_W;
output MISO_W;
wire [WIDTH+1 : 0] rx_data_W; 
wire rx_valid_W, tx_valid_W;
wire [WIDTH-1 : 0] tx_data_W;
SPI_Slave #(.ADDR_SIZE(WIDTH)) Slave(
    .MOSI(MOSI_W), .MISO(MISO_W), .SS_n(SS_n_W), .rx_data(rx_data_W), .rx_valid(rx_valid_W), 
    .tx_data(tx_data_W), .tx_valid(tx_valid_W), .clk(clk_W), .rst_n(rst_n_W)
);
RAM #(.ADDR_SIZE(WIDTH)) RAM_Unit(
    .din(rx_data_W), .rx_valid(rx_valid_W), .clk(clk_W), .rst_n(rst_n_W), .tx_valid(tx_valid_W), .dout(tx_data_W)
);
endmodule
[./run.sh]
#!/bin/bash
# OpenROAD 26Q1-2900-gdf79404cd8, Yosys 0.63+post, stock flow scripts
make -C /OpenROAD-flow-scripts/flow DESIGN_CONFIG=/design/flow/config.mk WORK_HOME=/design/flow/orfs finish
==> reports/qor.tcl <==
set qor(antenna_found_initial) 4
set qor(tool_warnings) 27
set qor(synth.cellmix.xorXnorShare_pct) 0.0427
set qor(setup.worst_path.end_class) {flip-flop}
set qor(cts.repair_timing.setup_buffer_count) 0
set qor(path_max_fanout) 40
set qor(tightest_slew_margin_relative_to_the_limit_pct) 28.2
set qor(setup_repair_after_global_routing_missed_its_margin) {false}
set qor(clk_path_buf_depth) 3
set qor(tritoncts) {yes}
set qor(die-area_um2) 166000
set qor(ioPinCount) 5
set qor(drc_errors) 0
set qor(h_tree_depth) 4
set qor(critPathRequiredTime_ns) 34.95
set qor(worstHoldPathCells) 2
set qor(cts_hold_bufs) 0
set qor(via_count_of_the_first_global_routing_pass) 46400
set qor(part_of_the_cycle_the_worst_path_needs_pct) 29.1
set qor(synth-compound-area-share_pct) 2.97
set qor(logic_area_um2) 17900
set qor(netlist_instances) 4029
set qor(postSynthRegisterBits) 2109
set qor(mappedNetlistArea_um2) 82100
set qor(final_report_hold_violation_count) 0
set qor(r2r.worst_path.cells) 11
set qor(vias_per_cell) 6.35
set qor(sequential_cell_area_um2) 62700
set qor(vdd.ir_drop.worst_mv) 0.0605
set qor(die-height_um) 407
set qor(drt-initial-drc-count) 3228
set qor(flop_cell) {sky130_fd_sc_hd__edfxtp_1}
set qor(biggest_area_consumer_among_synthesized_cells) {sky130_fd_sc_hd__edfxtp_1}
set qor(num_rows) 148
set qor(share_of_cells_above_drive_strength_1_pct) 22.2
set qor(worst-setup-path-type) {in2reg}
set qor(timing_max_transition_violations_final) 0
set qor(post_synth_arst_share_pct) 0
set qor(area.growth.synth_to_final_pct) 11.4
set qor(detail-route-antenna-nets) 0
set qor(ys_sh_mux_pct) 15.1
set qor(yosysUniqueCellTypes) 74
set qor(final_period_minus_worst_setup_slack_ns) 10.03
set qor(synthesized_area_divided_by_synthesized_cell_count_um2) 20.4
set qor(clk-insertion-delay-late_ns) 0.85
set qor(most_common_cell) {sky130_fd_sc_hd__edfxtp_1}
set qor(timing.hold.worst.class) {reg2reg}
set qor(top_cells_by_count) {2048 x sky130_fd_sc_hd__edfxtp_1, 460 x sky130_fd_sc_hd__mux4_2, 304 x sky130_fd_sc_hd__nor2_1}
set qor(status) {completed}
set qor(post-dp-hpwl_um) 145000
set qor(number_of_register_pins_that_no_clock_reaches) 4
set qor(transition_time_of_the_tightest_slew_check_pin_ns) 1.07
set qor(top_cell_area_share_pct) 74.9
set qor(via_count) 41300
set qor(area_leaders) {sky130_fd_sc_hd__edfxtp_1 75%, sky130_fd_sc_hd__mux4_2 13%, sky130_fd_sc_hd__mux2i_1 2.2%, sky130_fd_sc_hd__dfxtp_1 1.4%, sky130_fd_sc_hd__nor2_1 1.4%}
set qor(drt-total-wl_um) 233000
set qor(power.static_leakage_uw) 0.0280
set qor(detail_route.wl_per_cell_um) 35.8
set qor(port_buffers) 4
set qor(final_util_pct) 56.1
set qor(post_synth_and_or_nand_nor_area_fraction_pct) 3.57
set qor(timing.fmax_mhz) 99.7
set qor(drv.max_cap_violation_count) 0
set qor(grt_pass1_wl_um) 333000
set qor(cts.reportedPaths.clkPinSlew_ns) 0.06
set qor(grt_start_max_net_pins) 100
set qor(critPathArrivalTime_ns) 10.48
set qor(synth.cellmix.adderShare_pct) 0.0457
set qor(gpl.final_weighted_congestion) 0.968
set qor(grt_overflow) 0
set qor(synthTopLogicFamily) {multiplexers}
set qor(initial_drt_pass_iterations) 8
set qor(yosys_warnings) 6
set qor(cts_root_buffer) {sky130_fd_sc_hd__clkbuf_16}
set qor(design.core.area_um2) 163000
set qor(skew_ns) 0.0345
set qor(fillerInstances) 11900
set qor(floorplan.core_util_pct) 50.4
set qor(ys_cells) 4029
set qor(enable_flop_cells) 2048
set qor(cts_made_buffers) 206
set qor(cts.repair.resized) 0
set qor(endpoints_left_unconstrained) 4
set qor(setup_viol) 0
set qor(die_w_um) 407
set qor(setup.worst_path.start_class) {input pin}
set qor(yosys_area_um2) 82100
set qor(fin_setup_tns_ns) 0
set qor(power_density_nw_per_um2) 54.6
set qor(globalRouteTotalUtil_pct) 32.3
-- registers in the layout, indices dropped and copies added (netlist names), named ones only --
signal                       flops
Slave.rx_data                   10
RAM_Unit.tx_valid                1
RAM_Unit.dout                    8
Slave.Load_GPR                   1
Slave.SPI_Counter.count_c        5
Slave.Read_case                  1
Slave.rx_valid                   1
Slave.cs                         3
Slave.Counter_rst                1
Slave.GPReg.Parallel_Out_SR     10
Slave.MISO                       1
RAM_Unit.mem                  2048
Slave.ns                         3
RAM_Unit.Address_Saver           8
-- routing by layer --
layer  part of all wire, %  GRT usage [%]
met1                    31           41.4
met2                    45           43.4
met3                    20           26.9
met4                   4.1           9.76
met5                  0.41           4.25
-- worst paths after layout --
path | from | end | slack [ns]
max | rst_n_W | RAM_Unit.mem[139][3] | 24.47
min | Slave.GPReg.Parallel_Out_SR[7] | Slave.rx_data[7] | 0.46
max reg2reg | flip-flop | RAM_Unit.dout[4] | 28.56
min reg2reg | Slave.GPReg.Parallel_Out_SR[7] | Slave.rx_data[7] | 0.46
-- worst max-delay path: stages --
cell and delay [ns]:
sky130_fd_sc_hd__clkdlybuf4s50_1 0.46, sky130_fd_sc_hd__buf_4 0.35, sky130_fd_sc_hd__and4b_1 0.66, sky130_fd_sc_hd__and3_1 0.36
sky130_fd_sc_hd__nand2_1 0.58, sky130_fd_sc_hd__buf_4 0.52, sky130_fd_sc_hd__nor2_1 0.61
-- power by group --
group / switching, µW / internal, µW / total [µW]
clock network: 949 / 1280 / 2220
logic: 1.76 / 1.37 / 3.14
registers: 0.258 / 2760 / 2760
-- cell type report --
type	instances	area share (%)
Inverter	9	0.0411
Tap cell	2175	2.98
Timing Repair Buffer	159	1.43
Multi-Input combinational cell	1670	19.6
Clock inverter	127	1.36
Clock buffer	256	5.96
Sequential cell	2109	68.6
Antenna cell	1	0.00274
-- metrics by stage --
stage          setup WS, ns  cell area, µm²  hold WS [ns]  total power (µW)  cells
2_1_floorplan         25.75           82100         0.420              2820   4029
3_3_place_gp          23.81           84700         0.447              2820   6122
3_5_place_dp          23.76           84700         0.452              2820   6122
4_1_cts               24.65           91400         0.463              5020   6505
5_1_grt               24.37           91400         0.483              5110   6506
6_report              24.47           91400         0.458              4990   6506
-- cell families (layout without fill, tap and decap cells) --
logic type | after synthesis | after routing
other cells | 0 | 1
simple gates | 662 | 662
mux | 657 | 657
fa+ha+maj | 3 | 3
flops | 2105 | 2105
buf+inv | 250 | 551
xor+xnor | 4 | 4
latches | 4 | 4
compound gates | 344 | 344
-- placed cells by master, fill, tap and decap left out, types with 17 or more instances in the layout --
| cell type | Yosys | routed |
|---|---|---|
| sky130_fd_sc_hd__a211oi_1 | 24 | 24 |
| sky130_fd_sc_hd__a21boi_0 | 19 | 19 |
| sky130_fd_sc_hd__a21oi_1 | 46 | 46 |
| sky130_fd_sc_hd__a22oi_1 | 36 | 36 |
| sky130_fd_sc_hd__and2_1 | 22 | 21 |
| sky130_fd_sc_hd__buf_4 | 23 | 147 |
| sky130_fd_sc_hd__bufinv_16 | 0 | 21 |
| sky130_fd_sc_hd__clkbuf_1 | 104 | 42 |
| sky130_fd_sc_hd__clkbuf_16 | 0 | 208 |
| sky130_fd_sc_hd__clkinv_1 | 1 | 46 |
| sky130_fd_sc_hd__clkinv_2 | 0 | 40 |
| sky130_fd_sc_hd__dfxtp_1 | 57 | 44 |
| sky130_fd_sc_hd__edfxtp_1 | 2048 | 2048 |
| sky130_fd_sc_hd__mux2i_1 | 183 | 183 |
| sky130_fd_sc_hd__mux4_2 | 460 | 460 |
| sky130_fd_sc_hd__nand2_1 | 153 | 151 |
| sky130_fd_sc_hd__nand2b_1 | 17 | 17 |
| sky130_fd_sc_hd__nand3_1 | 49 | 43 |
| sky130_fd_sc_hd__nor2_1 | 304 | 303 |
| sky130_fd_sc_hd__nor2b_1 | 28 | 25 |
| sky130_fd_sc_hd__nor3_1 | 34 | 34 |
| sky130_fd_sc_hd__o21ai_0 | 47 | 47 |
| sky130_fd_sc_hd__o221ai_1 | 39 | 39 |
| sky130_fd_sc_hd__o22ai_1 | 42 | 42 |
Power figures rest on the tool's default switching activity, not on a simulated workload.
